==> /design/flow/run.sh <==
#!/bin/bash
# OpenROAD 26Q1-2900-gdf79404cd8, Yosys 0.63+post, stock flow scripts
make -C /OpenROAD-flow-scripts/flow DESIGN_CONFIG=/design/flow/config.mk WORK_HOME=/design/flow/orfs finish
==> /design/flow/config.mk <==
export PLATFORM = sky130hd
export DESIGN_NAME = Temporizador
export DESIGN_NICKNAME = Temporizador
export VERILOG_FILES = /design/flow/design.v
export SDC_FILE = /design/flow/constraint.sdc
export NUM_CORES = 4
export LEC_CHECK = 1
export CORE_UTILIZATION = 30
==> /design/flow/constraint.sdc <==
current_design Temporizador

set clk_period 1.1
set clk_io_pct 0.2

create_clock -name clk0 -period $clk_period [get_ports {clk}]

set non_clock_inputs [all_inputs -no_clocks]
set_input_delay [expr $clk_period * $clk_io_pct] -clock clk0 $non_clock_inputs
set_output_delay [expr $clk_period * $clk_io_pct] -clock clk0 [all_outputs]
==> /design/flow/design.v <==
module Contador010(Habilitador, Saida, clk);
	input Habilitador, clk;
	output reg Saida;
	reg [3:0]Conta;
	always@(posedge clk)
	begin
		if(Conta+1 == 4'b1010)
		begin
			Conta <= 4'b0000;
			Saida <= 1;
		end
		else
		begin
			Conta <= Conta+1;
			Saida <= 0;
		end
	end
endmodule
module Temporizador(clk, clksaida, Selector);
	input clk, Selector;
	wire Contador010[6:0];
	wire clk_dividido;
	output wire clksaida;
	Contador010 X1(1,Contador010[0], clk);
	Contador010 X2(1, Contador010[1], Contador010[0]);
	Contador010 X3(1, Contador010[2], Contador010[1]);
	Contador010 X4(1, Contador010[3], Contador010[2]);
	Contador010 X5(1, Contador010[4], Contador010[3]);
	Contador010 X6(1, Contador010[5], Contador010[4]);
	Contador010 X7(1, Contador010[6], Contador010[5]);
	Contador010 X8(1, clk_dividido, Contador010[6]);
	assign clksaida = Selector ? clk_dividido : clk;
endmodule
==> out/qor.csv <==
stage,metric,value,unit
synth,YS warnings,2,
setup_path,critical path type,clk -> out,
grt,first-pass GRT wire length,4070,um
cells_and_area,most frequent cells in the layout,"dfxtp_1 (38), nor2_1 (24), a21oi_1 (22), ha_1 (14), nand2b_1 (10)",
power_and_ir_drop,PwrDens,400,mW/mm2
place,IO buf count,2,
die,die area,0.00592,mm2
place,Final HPWL DP,1610,um
timing,# setup viols final,1,
run,OpenROAD warnings,37,
clock_network,cts hold-fix bufs,0,
synth,yosys stat area,0.00168,mm2
route,vias per inst,4.45,
power_and_ir_drop,Comb pwr share,0.4,%
status,violated checks,setup timing,
setup_path,CP Capture Type,primary output,
route,Detailed Route Iter0 Violations,23,
power_and_ir_drop,Lkg Pwr,0.744,nW
synth,Mapped Avg Cell Area,9.97,um2
cells_and_area,Area growth syn-to-layout,14.2,%
timing,endpoints left unconstrained,35,
cells_and_area,share of layout cells above drive strength 1,15.6,%
synth,Synth mux share,0.669,%
setup_path,slowest CP cell,mux2_4,
power_and_ir_drop,proportion of power drawn by the clock network,76.2,%
power_and_ir_drop,Sequential Power Share,23.4,%
min_path,Hold Crit Class,clk -> out,
route,# diodes,0,
grt,largest net degree at the start of global routing,6,
synth,area of the mapped netlist,0.00168,mm2
power_and_ir_drop,Peak supply drop,0.745,mV
synth,Yosys Instances,169,
route,Pre-antenna DRT Iters,4,
place,gpl congestion,0.855,
cells_and_area,final instance area,0.00192,mm2
timing,RSZ-0062 raised after global routing,yes,
timing,hold slack,0.481,ns
setup_path,"slowest stage delay, CP",0.25,ns
route,drt total wl,2180,um
synth,Top logic family,simple AND/OR/NAND/NOR gates,
synth,Cell area leaders,"dfxtp_1 (48%), ha_1 (12%), a21oi_1 (7.1%)",
timing,setup tns final,-0.119,ns
cells_and_area,final design utilization,36.5,%
die,FP Rows,26,
grt,initial antenna violation count,0,
die,Init Core Util,32.0,%
synth,"flops & latches, synth",40,
timing,final-report max-slew violation count,0,
status,status,"finished, violations left",
setup_path,CP startpoint,clk,
die,die width,76.9,um
timing,slew margin rel.,84.7,%
timing,register pins left without a clock,35,
setup_path,worst endpoint required time,0.88,ns
setup_path,reg-to-reg startpoint,X1.Conta[1],
setup_path,crit path max fanout,2,
setup_path,crit path cell chain,buf_8 -> mux2_4 -> buf_2,
timing,Final Hold Viols,0,
power_and_ir_drop,Sw Pwr,0.000128,W
route,DRC viols,0,
synth,Post-Synth XOR/XNOR Area,4.16,%
timing,Clock Skew,0.00297,ns
die,core box area,0.00527,mm2
timing,Final Worst Setup Slack,-0.119,ns
grt,global route overflow,0,
min_path,hold path depth,3,
grt,aggregate global-route resource usage,8.25,%
power_and_ir_drop,Sw Share,16.7,%
synth,Syn Inst Count,169,
min_path,Worst Hold End,clksaida,
synth,"area share, top type",47.5,%
power_and_ir_drop,Internal,0.000640,W
setup_path,worst r2r dst,X1.Conta[1],
synth,ao+oa area frac,12.0,%
grt,vias in the first global route,1004,
route,Routed WL per cell,8.75,um
cells_and_area,Fill cells,522,
run,max-cap violations,0,
synth,"Seq/Total Area, Yosys",47.5,%
clock_network,clk ins delay skew pair,0.33,ns
die,Vert. Die Dim,76.9,um
min_path,hold_sp,clk,
synth,cell taking the most area after synthesis,dfxtp_1,
setup_path,Worst Reg-to-Reg Cells,5,
timing,Slew @ Worst Pin,0.229,ns
clock_network,CTS tree,built,
cells_and_area,Commonest Layout Cell,dfxtp_1,
setup_path,Worst EP arrival,1.00,ns
setup_path,CP Launch Type,clock port,
setup_path,R2R Setup Slk,0.06,ns
power_and_ir_drop,"Power, Total",0.000769,W
route,vias,1107,
synth,and+or+nand+nor area frac,22.0,%
synth,Cell Type Count,15,
synth,"FA/HA/MAJ Cells, Area Fraction",11.9,%
route,remaining antenna violation count,0,
die,IO Count,3,
place,dpl cell area,0.00181,mm2
==> power by group through the flow <==
stage         clock network [W]  registers [W]   logic [W]
CTS                    0.000578       0.000182  0.00000292
global route           0.000628       0.000180  0.00000312
finish                 0.000586       0.000180  0.00000294
==> sequential cells by signal, indices dropped and copies added, names as in the netlist <==
name,count
X2.Saida,1
X1.Conta,4
X7.Saida,1
X5.Saida,1
X7.Conta,4
X6.Conta,4
X3.Saida,1
X6.Saida,1
X4.Conta,4
X2.Conta,4
X5.Conta,4
X8.Saida,1
X8.Conta,4
X4.Saida,1
X3.Conta,4
X1.Saida,1
==> worst max-delay path, delay by kind of cell <==
| kind | cells | cell delay (ns) |
|---|---|---|
| buffers and inverters | 2 | 0.20 |
| multiplexers | 1 | 0.25 |
==> cell type report <==
cell class,instances,area [um2],share of cell area [%]
multi-input cells,121,897,46.6
clock buffers,7,78.8,4.10
repair buffers,3,23.8,1.24
well taps,70,87.6,4.55
flip-flops and latches,40,806,41.9
inverters,8,30.0,1.56
==> stage by stage <==
| stage | setup slack (ns) | instances |
|---|---|---|
| finish | -0.119 | 249 |
| global route | -0.142 | 249 |
| CTS | -0.142 | 249 |
| detailed placement | -0.504 | 243 |
| global placement | -0.502 | 243 |
| floorplan | 0.0627 | 169 |
==> cells in the mapped netlist, drive strengths merged <==
cell type and number:
dfxtp 40, a21oi 24, nor2 24, ha 16
nand2b 11, inv 8, nand3 8, nand3b 8
nor3 8, xor2 8, nand4bb 5, o21ai 5
o22ai 3, mux2 1
==> metal layers <==
| metal | wire length (um) | global-route usage [%] | vias up | part of all wire (%) |
|---|---|---|---|---|
| met2 | 922 | 12.2 | 7 | 42 |
| li1 | - | - | 602 | - |
| met4 | 0 | 0.577 | 0 | 0 |
| met1 | 1220 | 12.9 | 498 | 56 |
| met3 | 37 | 1.93 | 0 | 1.7 |
| met5 | 0 | 0 | - | 0 |
==> worst max-delay path by stage <==
stage              end  slack (ns)  cells after the start
CTS           clksaida       -0.14                      3
global route  clksaida       -0.14                      3
finish        clksaida       -0.12                      3
==> cells by family after synthesis <==
group,count (synthesis)
compound gates,32
xor+xnor,8
fa+ha+maj,16
buf+inv,8
flops,40
mux,1
simple gates,64
==> what timing repair did <==
action                                 CTS  global route
pin swaps                                0             5
setup endpoints to repair                1             4
endpoints found under the hold margin    0             0
setup buffers                            0             0
resized                                  5            12
Power is estimated from default activity; no workload was simulated.
