[./design.v]
module RegWriteLogic(
	input [31:0] InptAccumulator, 
	input [31:0] InptIndexedX, 
	input [31:0] InptIndexedY, 
	input [31:0] InptStackPointer,
	input [31:0] InptAux,
	input [31:0] BRMUXOut,
	output reg [31:0] Accumulator, 
	output reg [31:0] IndexedX, 
	output reg [31:0] IndexedY, 
	output reg [31:0] StackPointer, 
	output reg [31:0] StatusRegister, 
	output reg [31:0] BaseRegister,
	output reg [31:0] AuxRegister,
	input [2:0] SRFlags, 
	input [31:0] ALUOut, 
	input [31:0] MemInp,
	input[5:0] ALUWriteSignals, 
	input [8:0] TransferSignals, 
	input SRWrite, 
	input MemDataRead,
	input [31:0] AccMUXOut,
	input [31:0] Input_Wire,
	input InputSignal,
	input BRWriteSignal,
	input CFFSignal,
	input procFinishSignal,
	input [1:0] AuxSignals,
	input clock,
	input reset);
	initial
	begin
		StackPointer = 32'd9497;
		BaseRegister = 32'd0;
	end
	always@(posedge clock)
	begin
		case({CFFSignal, InputSignal, ALUWriteSignals[4:1]})  
			6'b001001: IndexedX = ALUOut;  
			6'b001010: IndexedY = ALUOut;  
			6'b001100: StackPointer = ALUOut;  
			6'b010010: IndexedY = Input_Wire;  
			6'b100010:  
			begin
				case(StatusRegister[3])  
					1'b1: IndexedY = 32'd1;
					1'b0: IndexedY = 32'd0;
				endcase
			end
		endcase
		casex({TransferSignals[2], TransferSignals[4], ALUWriteSignals[4], MemDataRead, ALUWriteSignals[0]})
			5'b001x1: Accumulator = AccMUXOut;  
			5'b00x11: Accumulator = AccMUXOut;  
			5'b10001: Accumulator = AccMUXOut;  
			5'b01001: Accumulator = AccMUXOut;  
		endcase
		case({AuxSignals, TransferSignals}) 
			11'b00010000100: StackPointer = InptIndexedX;  
			11'b00001001000: IndexedX = InptStackPointer;  
			11'b00000100001: IndexedY = InptAccumulator;  
			11'b00000010010: Accumulator = InptIndexedY;  
			11'b00000001001: IndexedX = InptAccumulator;  
			11'b00000000110: Accumulator = InptIndexedX;  
			11'b01000000100: AuxRegister = InptIndexedX;  
			11'b10000001000: IndexedX = InptAux;  
		endcase
		case({AuxSignals[1], TransferSignals[8]})
			2'b11: BaseRegister = AuxRegister;  
			2'b01: BaseRegister = 32'd0;
		endcase
		case({procFinishSignal, MemDataRead, SRWrite})
			3'b011: StatusRegister = AccMUXOut;
			3'b001: StatusRegister[2:0] = SRFlags;
			3'b101: StatusRegister[3] = 1;
		endcase
		if(reset == 1)
		begin
			Accumulator = 32'd0;
			StackPointer = 32'd9497;
			IndexedX = 32'd0;
			IndexedY = 32'd0;
			StatusRegister = 32'd0;
		end
	end
endmodule
[./run.sh]
#!/bin/bash
# OpenROAD 26Q1-2900-gdf79404cd8, Yosys 0.63+post, stock flow scripts
make -C /OpenROAD-flow-scripts/flow DESIGN_CONFIG=/design/flow/config.mk WORK_HOME=/design/flow/orfs finish
[./config.mk]
export PLATFORM = sky130hd
export DESIGN_NAME = RegWriteLogic
export DESIGN_NICKNAME = RegWriteLogic
export VERILOG_FILES = /design/flow/design.v
export SDC_FILE = /design/flow/constraint.sdc
export NUM_CORES = 4
export LEC_CHECK = 1
export CORE_AREA = 10 10 278 278
export DIE_AREA = 0 0 288 288
[./constraint.sdc]
current_design RegWriteLogic

set clk_period 7.0
set clk_io_pct 0.2

create_clock -name clk0 -period $clk_period [get_ports {clock}]

set non_clock_inputs [all_inputs -no_clocks]
set_input_delay [expr $clk_period * $clk_io_pct] -clock clk0 $non_clock_inputs
set_output_delay [expr $clk_period * $clk_io_pct] -clock clk0 [all_outputs]
==> impl_metrics.sql <==
-- implementation run metrics
INSERT INTO impl_metrics (metric_group, metric, value, unit) VALUES
('clock_network', 'cts_repair_resize_count', '0', ''),
('clock_network', 'clkSlewWorstSetupHoldPaths', '0.06', 'ns'),
('grt', 'antenna_found_initial', '15', ''),
('clock_network', 'cts.repair_timing.setup_buffer_count', '0', ''),
('route', 'drt_pre_antenna_iters', '7', ''),
('place', 'port-buffer-count', '505', ''),
('final_layout', 'post_layout_nonfiller_instances', '2519', ''),
('die', 'chipWidth', '288', 'microns'),
('route', 'drt_iter0_drc', '808', ''),
('route', 'viasPerCell', '4.54', ''),
('final_layout', 'final_cell_area', '17600', 'sq um'),
('place', 'place.gp.congestion', '0.898', ''),
('timing', 'max_freq', '255', 'MHz'),
('route', 'drt-wirelength-per-cell', '25.9', 'microns'),
('clock_network', 'buffer_levels_on_the_longest_clock_path', '3', ''),
('pwr', 'ir_worst_vdd', '0.177', 'mV'),
('synth', 'syn-cell-area', '10600', 'sq um'),
('setup_path', 'critical_path.max_fanout', '34', ''),
('synth', 'synthFlopType', 'sky130_fd_sc_hd__dfxtp_1', ''),
('setup_path', 'required_time_of_the_critical_path', '7.52', 'ns'),
('grt', 'first_global_vias', '11700', ''),
('timing', 'time_the_final_worst_path_needs_with_i_o_delays_and_setup', '3.92', 'ns'),
('synth', 'top_cell_area_share', '0.362', ''),
('synth', 'synth_area_leader_cell', 'sky130_fd_sc_hd__dfxtp_1', ''),
('clock_network', 'clock.latency.late_pin', '0.60', 'ns'),
('final_layout', 'area_growth_syn_to_layout', '66.2', '%'),
('synth', 'top_cells_by_area', 'sky130_fd_sc_hd__dfxtp_1, sky130_fd_sc_hd__edfxtp_1, sky130_fd_sc_hd__a211oi_1, sky130_fd_sc_hd__nand3_1, sky130_fd_sc_hd__a221oi_2', ''),
('flow_run', 'drv_cap', '0', ''),
('grt', 'grt_start_max_net_pins', '65', ''),
('setup_path', 'setup.worst_path.start_class', 'input pin', ''),
('synth', 'ys_ff', '224', ''),
('route', 'via_count_of_the_routed_design', '11400', ''),
('setup_path', 'path_class', 'in2reg', ''),
('grt', 'grt_first_pass_wirelength', '89000', 'microns'),
('die', 'design.portCount', '572', ''),
('final_layout', 'layout_top_cells', 'sky130_fd_sc_hd__clkdlybuf4s50_1, sky130_fd_sc_hd__dfxtp_1, sky130_fd_sc_hd__nand3_1, sky130_fd_sc_hd__a211oi_1, sky130_fd_sc_hd__nand2_1', ''),
('synth', 'async_reset_ff_frac', '0', ''),
('timing', 'clock_skews', '0.0222', 'ns'),
('place', 'placed_cell_area', '16600', 'sq um'),
('die', 'core_region_area', '71400', 'sq um'),
('grt', 'grt_usage', '0.152', ''),
('outcome', 'result_of_the_run', 'complete, no violations', ''),
('grt', 'grt_overflow_total', '0', ''),
('final_layout', 'layout-drive-gt1-share', '0.0951', ''),
('min_path', 'hold_path.class', 'reg2reg', ''),
('place', 'dp_hpwl', '50700', 'microns'),
('final_layout', 'mostFrequentLayoutCell', 'sky130_fd_sc_hd__clkdlybuf4s50_1', ''),
('timing', 'report.final.slew_viol_count', '0', ''),
('flow_run', 'stage_log_warnings', '91', ''),
('timing', 'final.setup.tns', '0', 'ns'),
('synth', 'synthCells', '1090', ''),
('synth', 'yosysWarningCount', '1', ''),
('die', 'floorplan.die_area', '82900', 'sq um'),
('setup_path', 'endpoint_kind', 'flip-flop', ''),
('pwr', 'total_power', '3.42', 'mW'),
('synth', 'postSynthAreaPerCell', '9.74', 'sq um'),
('clock_network', 'tritoncts_clock_tree', 'yes', ''),
('timing', 'worst_slew_pin_slew', '0.956', 'ns'),
('synth', 'chip_area_estimate_from_yosys_synthesis', '10600', 'sq um'),
('timing', 'timing.final.crit_share', '0.559', ''),
('die', 'fp-row-count', '98', ''),
('setup_path', 'r2r_slack', '5.91', 'ns'),
('clock_network', 'cts_max_level', '1', ''),
('final_layout', 'final_util', '0.247', ''),
('synth', 'synth.distinct_cells', '64', ''),
('timing', 'whs', '0.456', 'ns'),
('synth', 'seq_area_frac_synth', '0.453', ''),
('route', 'remaining_drc_errors', '0', ''),
('place', 'dp_cells', '2460', ''),
('setup_path', 'cp.arrival', '4.44', 'ns'),
('timing', 'slew-limit-headroom', '0.360', '');
[worst max-delay path: stages]
cell	delay [ns]
sky130_fd_sc_hd__clkdlybuf4s50_1	0.81
sky130_fd_sc_hd__o21ai_0	0.17
sky130_fd_sc_hd__o211ai_1	0.13
sky130_fd_sc_hd__buf_4	0.45
sky130_fd_sc_hd__nor2b_2	0.87
sky130_fd_sc_hd__buf_4	0.38
sky130_fd_sc_hd__a221o_1	0.19
[cell families after synthesis]
group | synth area share
AND-OR/OR-AND | 0.300
XOR/XNOR | 0.00330
buffers and inverters | 0.0646
flip-flops | 0.453
multiplexers | 0.0603
AND/OR/NAND/NOR | 0.120
[path summary, 6_finish.rpt]
check                                        from  depth (start not counted)                         endpoint
setup reg to reg   StatusRegister[3]$_SDFFE_PP0P_                          3         IndexedY[0]$_SDFFE_PP0P_
setup / recovery               ALUWriteSignals[4]                          7        IndexedY[27]$_SDFFE_PP0P_
hold / removal    StatusRegister[20]$_SDFFE_PP0P_                          2  StatusRegister[20]$_SDFFE_PP0P_
hold reg to reg   StatusRegister[20]$_SDFFE_PP0P_                          2  StatusRegister[20]$_SDFFE_PP0P_
[layout make-up]
class / instances / area (sq um)
Fill cell: 7501 / 53700
Tap cell: 950 / 1190
Inverter: 38 / 143
Sequential cell: 224 / 4800
Clock inverter: 14 / 161
Multi-Input combinational cell: 709 / 5180
Timing Repair Buffer: 539 / 5310
Clock buffer: 42 / 856
Antenna cell: 3 / 7.51
[sequential cells by signal, summed over array words and instances (netlist names)]
| name | count |
|---|---|
| StatusRegister | 32 |
| IndexedY | 32 |
| StackPointer | 32 |
| Accumulator | 32 |
| BaseRegister | 32 |
| IndexedX | 32 |
| AuxRegister | 32 |
[cell usage after synthesis (8+ instances only)]
master and instances:
sky130_fd_sc_hd__nand2_1 59, sky130_fd_sc_hd__dfxtp_1 192, sky130_fd_sc_hd__o21ai_0 46, sky130_fd_sc_hd__a21boi_1 13, sky130_fd_sc_hd__o31ai_1 32, sky130_fd_sc_hd__nor2_1 40
sky130_fd_sc_hd__clkbuf_1 73, sky130_fd_sc_hd__a211oi_1 60, sky130_fd_sc_hd__nand3_1 71, sky130_fd_sc_hd__a22oi_1 36, sky130_fd_sc_hd__a21oi_1 38, sky130_fd_sc_hd__o211ai_1 32
sky130_fd_sc_hd__inv_1 38, sky130_fd_sc_hd__a41o_1 8, sky130_fd_sc_hd__a21boi_0 19, sky130_fd_sc_hd__edfxtp_1 32, sky130_fd_sc_hd__a221o_1 31, sky130_fd_sc_hd__a221oi_2 22
sky130_fd_sc_hd__and3_1 8, sky130_fd_sc_hd__mux2i_1 28, sky130_fd_sc_hd__buf_2 32, sky130_fd_sc_hd__mux2_1 15, sky130_fd_sc_hd__a31oi_1 32, sky130_fd_sc_hd__mux2_2 17
sky130_fd_sc_hd__a222oi_1 28
[per-layer routing]
metal | routed length [microns] | vias up | share of wire | global-route usage
met5 | 103 | - | 0.0016 | 0
met4 | 2350 | 18 | 0.036 | 0.0488
met3 | 7080 | 107 | 0.11 | 0.0585
met2 | 29700 | 601 | 0.46 | 0.240
met1 | 26000 | 5522 | 0.40 | 0.189
li1 | - | 5176 | - | -
[power breakdown]
part           internal [mW]  total [mW]  switching [mW]
clock network          0.934        1.59           0.660
registers               1.34        1.36          0.0208
logic                  0.249       0.457           0.208
Power is estimated from default activity; no workload was simulated.
