==> ./run.sh <==
#!/bin/bash
# OpenROAD 26Q1-2900-gdf79404cd8, Yosys 0.63+post, stock flow scripts
make -C /OpenROAD-flow-scripts/flow DESIGN_CONFIG=/design/flow/config.mk WORK_HOME=/design/flow/orfs finish
==> ./config.mk <==
export PLATFORM = sky130hd
export DESIGN_NAME = bin2bcd
export DESIGN_NICKNAME = bin2bcd
export VERILOG_FILES = /design/flow/design.v
export SDC_FILE = /design/flow/constraint.sdc
export NUM_CORES = 4
export LEC_CHECK = 1
export CORE_AREA = 10 10 70 70
export DIE_AREA = 0 0 80 80
==> ./constraint.sdc <==
current_design bin2bcd

set clk_period 9.3
set clk_io_pct 0.2

create_clock -name clk0 -period $clk_period

set non_clock_inputs [all_inputs -no_clocks]
set_input_delay [expr $clk_period * $clk_io_pct] -clock clk0 $non_clock_inputs
set_output_delay [expr $clk_period * $clk_io_pct] -clock clk0 [all_outputs]
==> ./design.v <==
module bin2bcd(
    bin,
     bcd
    );
    input [7:0] bin;
    output [11:0] bcd;
    reg [11 : 0] bcd; 
     reg [3:0] i;   
     always @(bin)
        begin
            bcd = 0;  
            for (i = 0; i < 8; i = i+1)  
            begin
                bcd = {bcd[10:0],bin[7-i]};  
                if(i < 7 && bcd[3:0] > 4) 
                    bcd[3:0] = bcd[3:0] + 3;
                if(i < 7 && bcd[7:4] > 4)
                    bcd[7:4] = bcd[7:4] + 3;
                if(i < 7 && bcd[11:8] > 4)
                    bcd[11:8] = bcd[11:8] + 3;  
            end
        end     
endmodule
==> results.cfg <==
; generated from flow reports
[synthesis]
ys_types = 59
topCellsByArea = ha_1 12%, a21oi_1 5.6%, o21ai_0 5.2%
synth_area_leader_cell = ha_1
yosys_cells = 153
yosys_warnings = 1
synth_seq_share_pct = 0
synth_cells = 153
ys_chip_area_mm2 = 0.00107
syn_area_mm2 = 0.00107
synth_dominant_cell_count = inv_1
synth.avg_cell_area_um2 = 6.98
common_cells = 13 x inv_1, 12 x a21oi_1, 11 x o21ai_0
yosysTopAreaCellShare_pct = 11.7

[final_layout]
regArea_um2 = 0
syn_to_final_growth_pct = 13.2
design.seq.count = 0
nClkBuffers = 0
drive_above_1_share_pct = 9.55

[routing]
drt_iter0_drc = 54
wl_per_cell_um = 12.6
first_pass_iters = 4
viasPerCell = 5.41
vias = 1098
drt_wl_total_um = 2560
drc = 0
ant_nets = 0
diodes = 0

[final_timing]
relSlewSlack_pct = 60.4
worstMarginPinSlew_ns = 0.592
min_period_ns = 8.47
drv_slew = 0
fmaxAchievable_mhz = 118
hold-worst-slack_ns = 3.72
fin_tns_setup_ns = 0
rsz0062_at_grt = false
hold_viol = 0
period_used_pct = 91.1
setup_viol = 0

[run]
tool_warnings = 38
cap_violations = 0

[setup_path]
cp_max_fo = 16
cp.arrival_ns = 6.61
cp-end-kind = primary output
critical_path_class = in2out
worstPathRequired_ns = 7.44
critical_path.startpoint_type = input port

[power_and_ir_drop]
p_int_w = 0.0000553
p_clk_share_pct = 0
leakage_nw = 0.467
powerDensity_mw_per_mm2 = 87.1
p_seq_share_pct = 0
power.switching_w = 0.0000501
switching_share_pct = 47.6
irDropWorstVdd_mv = 0.0267
power_frac_comb_pct = 100.0

[die]
fp-row-count = 21
die-area_mm2 = 0.00640
core_area_mm2 = 0.00342
num_io_pins = 20
initial_utilization_pct = 31.3
die_y_um = 80
die_x_um = 80

[placement]
detailed_place_hpwl_um = 2050
place_congestion = 0.900
portBuffers = 16

[global_routing]
grt_max_degree = 18
grt_pass1_wl_um = 4290
grt_use_total_pct = 7.60
grt_pass1_vias = 957
grt-ovfl-total = 0
antenna_found_initial = 0

[clock_network]
post_cts_buffers = 0
cts.repair.resized = 0
ctsHoldBuffers = 0

[run_status]
status = finished, final reports clean

[hold_path]
hp-class = in2out
-- power by group through the flow --
stage,Combinational (W),Clock [W],Sequential [W]
after global routing,0.000117,0,0
final,0.000105,0,0
after CTS,0.000107,0,0
-- critical path, cell delays in order --
cell,delay (ns)
clkdlybuf4s50_1,0.57
inv_1,0.14
ha_1,0.20
ha_1,0.50
inv_1,0.24
nor4_1,0.42
a211oi_1,0.09
a31o_2,0.31
ha_1,0.31
o21bai_1,0.30
xnor2_1,0.18
ha_1,0.29
inv_1,0.09
or3_1,0.37
o311a_1,0.13
o21ai_1,0.13
clkdlybuf4s50_1,0.47
-- kinds of logic (layout without fill, tap and decap cells) --
group,Yosys count,in the layout,share of synthesized area (%)
and+or+nand+nor,47,47,25.2
buffers and inverters,26,29,12.1
muxes,6,6,6.44
other,1,2,0.351
adders and majority gates,10,10,11.7
AOI/OAI and AO/OA,54,54,35.5
xor gates and xnor gates,9,9,8.78
-- layout make-up --
| cell class | count | area, um^2 |
|---|---|---|
| tap | 46 | 57.6 |
| inverter | 13 | 48.8 |
| timing repair buffer | 16 | 160 |
| multi-input combinational | 128 | 943 |
| fill | 362 | 2210 |
-- worst paths after layout --
| check | startpoint | end | cells after the start |
|---|---|---|---|
| min | bin[0] | bcd[0] | 0 |
| max | bin[5] | bcd[3] | 17 |
-- cells in the final DEF, fill, tap and decap left out, types with 2 or more instances in the layout --
| master | instances |
|---|---|
| inv_1 | 13 |
| a31oi_1 | 3 |
| xor2_1 | 3 |
| nor2_1 | 7 |
| and3_1 | 2 |
| nand2_1 | 9 |
| xnor2_1 | 4 |
| clkdlybuf4s50_1 | 16 |
| o221ai_1 | 2 |
| conb_1 | 2 |
| nand2b_1 | 2 |
| a21oi_1 | 12 |
| o21ai_0 | 11 |
| a311oi_1 | 2 |
| a211o_1 | 2 |
| nand3_1 | 6 |
| mux2i_1 | 4 |
| a211oi_1 | 3 |
| o21bai_1 | 2 |
| ha_1 | 10 |
| nor4_1 | 2 |
| nor3_1 | 5 |
| o22ai_1 | 2 |
-- metrics by stage --
step	utilization [%]	instance area, um^2	instances	setup WS [ns]	total power [W]
finish	35.4	1210	203	0.826	0.000105
CTS	35.4	1210	203	0.830	0.000107
detailed placement	35.4	1210	203	0.839	0.000106
global route	35.4	1210	203	0.404	0.000117
floorplan	-	1070	154	2.38	0.0000721
global placement	35.4	1210	203	0.915	0.000106
-- metal layers --
layer / GRT usage [%] / share of wire, % / up-vias
li1: - / - / 575
met5: 0 / 0 / -
met4: 0 / 0 / 0
met1: 10.8 / 49 / 493
met3: 0.682 / 5.4 / 0
met2: 12.8 / 46 / 30
No activity file was given, so power comes from the tool's default toggle rates.
